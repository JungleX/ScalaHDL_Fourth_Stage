--- ./config.mk ---
export PLATFORM = sky130hd
export DESIGN_NAME = mux
export DESIGN_NICKNAME = mux
export VERILOG_FILES = /design/flow/design.v
export SDC_FILE = /design/flow/constraint.sdc
export NUM_CORES = 4
export LEC_CHECK = 1
export CORE_AREA = 10 10 156 156
export DIE_AREA = 0 0 166 166
--- ./constraint.sdc ---
current_design mux

set clk_period 10.6
set clk_io_pct 0.2

create_clock -name clk0 -period $clk_period

set non_clock_inputs [all_inputs -no_clocks]
set_input_delay [expr $clk_period * $clk_io_pct] -clock clk0 $non_clock_inputs
set_output_delay [expr $clk_period * $clk_io_pct] -clock clk0 [all_outputs]
--- ./design.v ---
`timescale 1ns / 1ps
module mux(
    input[63:0] a,b,c,d,e,
    input[3:0] sel,
    output reg [63:0] y
);
    always@*
    case (sel)
    1: y = b;
    3: y = c;
    5: y = d;
    7: y = e;
    default : y = 64'h0000000000000000;
    endcase
endmodule
module quartic_func(
    input clk,invalid,
    input [63:0] x,a,b,c,d,e,
    output reg [63:0] res,
    output reg outvalid
    );
    reg [3:0] state;
    wire [63:0] mvalc,avalc,y;
    reg [63:0] mvala,mvalb,avala,avalb;
    reg delay;
    wire multv,addv;
    mux mu(a,b,c,d,e,state,y);
    floating_point_0 mult (
      .aclk(clk),                                   
      .s_axis_a_tvalid(1),             
      .s_axis_a_tdata(mvala),               
      .s_axis_b_tvalid(1),             
      .s_axis_b_tdata(mvalb),               
      .m_axis_result_tvalid(multv),   
      .m_axis_result_tdata(mvalc)     
    );
    floating_point_1 add (
      .aclk(clk),                                   
      .s_axis_a_tvalid(1),             
      .s_axis_a_tdata(avala),               
      .s_axis_b_tvalid(1),             
      .s_axis_b_tdata(avalb),               
      .m_axis_result_tvalid(addv),   
      .m_axis_result_tdata(avalc)     
    );
    always@(posedge clk) begin
        if (invalid) 
        begin
            state <= 4'b0000;   
            outvalid <= 1'b0;
            delay <= 0;
        end else 
        begin
            if (state != 4'b1000) 
            begin
                case (state[0])
                1'b0:
                    begin
                        if (delay) begin
                        mvala <= state == 4'b0000 ? a: avalc;
                        mvalb <= x;
                        state <= state + 1;
                        delay <= delay +1;
                        end 
                        else delay <= delay +1;
                    end
                1'b1:
                    begin
                        if (delay) begin
                        avala <= mvalc;
                        avalb <= y;
                        state <= state + 1;
                        delay <= delay +1;
                        end
                        else delay <= delay +1;
                    end
                endcase
            end else
            begin
                if (delay) begin
                res <= avalc;
                outvalid <= 1'b1; 
                delay <= delay +1;
                end
                else delay <= delay +1;
            end
        end
    end
endmodule
--- ./run.sh ---
#!/bin/bash
# OpenROAD 26Q1-2900-gdf79404cd8, Yosys 0.63+post, stock flow scripts
make -C /OpenROAD-flow-scripts/flow DESIGN_CONFIG=/design/flow/config.mk WORK_HOME=/design/flow/orfs finish
==> metrics.yaml <==
job:
  warning_count: 96
  cap_violations: 0
pwr:
  total_power_mw: 0.199
  netSwitchingFraction: 0.293
  power_density_nw_per_um2: 35.0
  intPower_mw: 0.141
  irDropWorstVdd_v: 0.0000291
  p_sw_mw: 0.0584
  seqPwrFrac: 0
  power_leakage_nw: 2.22
  clkPwrFrac: 0
  p_comb_frac: 1.000
synthesis:
  ys_types: 9
  synth_area_um2: 2290
  avgSynthCellArea_um2: 10.3
  topCellsByArea: "mux2i_1, o22ai_2, buf_8"
  synth_top_area_share: 0.559
  yosys_cells: 222
  yosys_warnings: 1
  yosysSeqAreaShare: 0
  syn_inst: 222
  synth_area_leader_cell: "mux2i_1"
  yosys_area_um2: 2290
sta:
  setup_tns_ps: 0
  worst_pin_slew_ps: 658
  fmax_mhz: 151
  rsz0062_at_grt: "no"
  slew_headroom: 0.562
  fin_crit_ps: 6630
  setup_violations: 0
  report.final.slew_viol_count: 0
  finalClockPeriodUsage: 0.626
  hold_viol_final: 0
routing:
  dr.first_iter.drc_count: 86
  wirelength_um: 13900
  vias: 3034
  drc: 0
  postRouteAntennaNets: 0
  wl_per_cell_um: 17.4
  antenna_cells: 0
  viasPerCell: 3.80
  firstDrtPassIters: 4
worst_setup_path:
  crit_chain: "clkdlybuf4s50_1 -> or3b_4 -> buf_4 -> o22ai_1 -> clkdlybuf4s50_1"
  path_common_cell: "clkdlybuf4s50_1"
  crit_type: "in -> out"
  cp-start-kind: "input port"
  cpPeakStageDelay_ps: 660
  cp-end-kind: "output pin"
  critPathSlowestCell: "or3b_4"
  cp.required_ps: 8480
  crit_fanout: 35
  cp.arrival_ps: 4510
die:
  die-area_um2: 27600
  rows: 53
  dieWidth_um: 166
  fp_util: 0.109
  core-area_um2: 21000
  die.size.y_um: 166
  io_pins: 388
worst_hold_path:
  hold_class: "in -> out"
  whs_path_depth: 4
global_route:
  antenna_found_initial: 0
  grt_max_degree: 54
  overflow: 0
  grt_util_all_layers: 0.0923
  grt_pass1_vias: 3323
  grt_pass1_wl_um: 20400
cells_and_area:
  seq_area_um2: 0
  syn_to_final_growth_pct: 149
  nClkBuffers: 0
  final_layout_size_suffix_gt1_frac: 0.128
  flops: 0
cts:
  cts_resized: 0
  postCtsHoldBufs: 0
  post-cts-setup-buffer-count: 0
run_status:
  run_status: "finished, final reports clean"
placed_design:
  globalplace.congestion: 0.791
  hpwlAfterDp_um: 11700
  port_buffers: 324
area by class of cell:
| type | count | area [um2] |
|---|---|---|
| Timing Repair Buffer | 329 | 3280 |
| Multi-Input combinational cell | 194 | 2080 |
| Fill cell | 2258 | 15300 |
| Tap cell | 275 | 344 |
Yosys cell counts:
| library cell | n |
|---|---|
| o22ai_1 | 4 |
| nand3b_1 | 1 |
| buf_2 | 16 |
| or3b_1 | 1 |
| buf_6 | 1 |
| buf_4 | 5 |
| mux2i_1 | 128 |
| buf_8 | 6 |
| o22ai_2 | 60 |
cells in the final DEF, fill, tap and decap left out, drive strengths merged:
| master | netlist | routed |
|---|---|---|
| nand3b | 1 | 1 |
| or3b | 1 | 1 |
| buf | 28 | 6 |
| mux2i | 128 | 128 |
| o22ai | 64 | 64 |
| clkdlybuf4s50 | 0 | 323 |
critical path: cells and delay by family:
kind,cells,cell delay (ps)
buffers and inverters,3,1530
AND-OR/OR-AND,1,170
AND/OR/NAND/NOR,1,660
logic make-up (layout without fill, tap and decap cells):
family                 after synthesis  in the layout  synth area share
buffers and inverters               28            329            0.0955
AOI/OAI and AO/OA                   64             64             0.338
muxes                              128            128             0.559
and+or+nand+nor                      2              2           0.00710
power by group through the flow:
stage / Combinational, mW / Clock, mW / Sequential (mW)
4_1_cts: 0.203 / 0 / 0
5_1_grt: 0.215 / 0 / 0
6_report: 0.199 / 0 / 0
worst paths after layout:
kind	from	endpoint	slack, ps
setup / recovery	sel[0]	y[47]	3970
hold / removal	sel[1]	y[52]	5240
stage by stage:
step	instances	util	cell area [um2]	hold WS [ps]	worst slack [ps]
after floorplan	222	-	2290	4330	5630
after global placement	798	0.271	5700	5260	3870
after detailed placement	798	0.271	5700	5260	3860
after CTS	798	0.271	5700	5270	3870
after global routing	798	0.271	5700	5310	3830
final	798	0.271	5700	5240	3970
layer usage:
layer | routed length (um) | vias to the layer above | GRT usage
met5 | 0 | - | 0
met4 | 34 | 0 | 0.00193
met3 | 1360 | 2 | 0.0362
met2 | 7030 | 184 | 0.169
met1 | 5430 | 1342 | 0.104
li1 | - | 1506 | -
No activity file was given, so power comes from the tool's default toggle rates.
